==> flow/design.v <==
module ASM1(
  input wire clk,
  input wire pre,
  input wire clear,
  input wire [3:0] data_in,
  output reg [3:0] data_out,
  input en
);
always @(posedge clk or posedge en or posedge clear or posedge pre) begin
  if (pre == 1'b1)
    begin
      data_out <= 4'b1111; 
    end
    else
      if (clear == 1'b1)
    begin
      data_out <= 4'b0000;
    end
    else if (en == 1'b1)
    begin
      data_out <= data_in; 
    end
    else
      data_out <= data_out+ 1;  
end
endmodule
==> flow/run.sh <==
#!/bin/bash
# OpenROAD 26Q1-2900-gdf79404cd8, Yosys 0.63+post, stock flow scripts
make -C /OpenROAD-flow-scripts/flow DESIGN_CONFIG=/design/flow/config.mk WORK_HOME=/design/flow/orfs finish
==> flow/config.mk <==
export PLATFORM = sky130hd
export DESIGN_NAME = ASM1
export DESIGN_NICKNAME = ASM1
export VERILOG_FILES = /design/flow/design.v
export SDC_FILE = /design/flow/constraint.sdc
export NUM_CORES = 4
export LEC_CHECK = 1
export CORE_AREA = 10 10 70 70
export DIE_AREA = 0 0 80 80
==> flow/constraint.sdc <==
current_design ASM1

set clk_period 1.9
set clk_io_pct 0.2

create_clock -name clk0 -period $clk_period [get_ports {clk}]

set non_clock_inputs [all_inputs -no_clocks]
set_input_delay [expr $clk_period * $clk_io_pct] -clock clk0 $non_clock_inputs
set_output_delay [expr $clk_period * $clk_io_pct] -clock clk0 [all_outputs]
==> node_exporter_impl.prom <==
# HELP chip_impl_metric Physical implementation figures
# TYPE chip_impl_metric gauge
chip_impl_info{name="run_status",value="completed"} 1
chip_impl_metric{name="hold_slack",unit="ns"} 0.439
chip_impl_metric{name="power.internal",unit="W"} 0.000201
chip_impl_metric{name="cell_area_after_synthesis",unit="um^2"} 249
chip_impl_metric{name="top_area_frac",unit=""} 0.523
chip_impl_metric{name="grt_first_pass_wirelength",unit="um"} 1280
chip_impl_metric{name="dieArea",unit="um^2"} 6400
chip_impl_metric{name="worst_path_largest_cell_delay",unit="ns"} 0.55
chip_impl_metric{name="seq_area_frac_synth",unit=""} 0.523
chip_impl_metric{name="power_density",unit="nW/um^2"} 562
chip_impl_metric{name="power.combinational.fraction",unit=""} 0.132
chip_impl_metric{name="layout.core_utilization",unit=""} 0.129
chip_impl_metric{name="cp_data_required_time",unit="ns"} 1.52
chip_impl_metric{name="yosys_warnings",unit=""} 2
chip_impl_metric{name="final_design_area_no_fill",unit="um^2"} 439
chip_impl_metric{name="remaining_drc_errors",unit=""} 0
chip_impl_metric{name="hold_buffers",unit=""} 0
chip_impl_metric{name="clock.fmax",unit="MHz"} 598
chip_impl_metric{name="clk_pin_slew",unit="ns"} 0.04
chip_impl_metric{name="slew_violations",unit=""} 0
chip_impl_metric{name="worst_vdd_ir",unit="mV"} 0.322
chip_impl_metric{name="placement.cell_area",unit="um^2"} 417
chip_impl_metric{name="grt_util_all_layers",unit=""} 0.0256
chip_impl_metric{name="worst_slew_margin_rel",unit=""} 0.856
chip_impl_metric{name="area_growth",unit="%"} 76.4
chip_impl_metric{name="finClkSkew",unit="ns"} 0.00624
chip_impl_metric{name="first_global_vias",unit=""} 228
chip_impl_metric{name="worstSkewPairLatency",unit="ns"} 0.24
chip_impl_metric{name="fin_crit_sh",unit=""} 0.880
chip_impl_metric{name="tightest_slew",unit="ns"} 0.216
chip_impl_metric{name="netlist-cell-type-count",unit=""} 9
chip_impl_metric{name="detail_route.wl_per_cell",unit="um"} 8.89
chip_impl_info{name="layout_top_registers",value="data_out: 4 flops"} 1
chip_impl_info{name="startpoint_type",value="flop"} 1
chip_impl_metric{name="power_switching_share",unit=""} 0.187
chip_impl_metric{name="cts-buffers-inserted",unit=""} 3
chip_impl_metric{name="detailroute.via_count",unit=""} 213
chip_impl_metric{name="detail_route.antenna_diodes",unit=""} 0
chip_impl_metric{name="post_cts_resize_count",unit=""} 0
chip_impl_metric{name="drive_above_1_share",unit=""} 0.114
chip_impl_metric{name="dpl.hpwl",unit="um"} 609
chip_impl_metric{name="antenna_left",unit=""} 0
chip_impl_metric{name="hold_violations",unit=""} 0
chip_impl_info{name="hold_path_class",value="flop to flop"} 1
chip_impl_metric{name="clock_power_share",unit=""} 0.421
chip_impl_metric{name="sequentialPowerShare",unit=""} 0.446
chip_impl_metric{name="place.port_buffers",unit=""} 11
chip_impl_metric{name="period_needed",unit="ns"} 1.67
chip_impl_metric{name="finalWirelength",unit="um"} 720
chip_impl_info{name="crit_path_end_kind",value="primary output"} 1
chip_impl_info{name="largest_register",value="data_out"} 1
chip_impl_metric{name="critical_path_arrival",unit="ns"} 1.29
chip_impl_metric{name="core-area",unit="um^2"} 3420
chip_impl_metric{name="drv_cap",unit=""} 0
chip_impl_info{name="critical-path-slowest-cell",value="sky130_fd_sc_hd__dfbbp_1"} 1
chip_impl_metric{name="postSynthCellCount",unit=""} 21
chip_impl_info{name="netlist.top_cell.by_area",value="sky130_fd_sc_hd__dfbbp_1"} 1
chip_impl_metric{name="final-setup-viol-count",unit=""} 0
chip_impl_metric{name="cts_max_path_buffers",unit=""} 2
chip_impl_metric{name="rows",unit=""} 21
chip_impl_metric{name="cells_yosys",unit=""} 21
chip_impl_info{name="timing.critical_path.max_delay_family",value="flip-flops"} 1
chip_impl_metric{name="cts_htree_levels",unit=""} 1
chip_impl_metric{name="yosys_register_bits",unit=""} 4
chip_impl_metric{name="maximum_number_of_pins_on_one_net_before_global_route_repair",unit=""} 9
chip_impl_info{name="cp_cell_sequence",value="clkdlybuf4s50_1"} 1
chip_impl_metric{name="boundaryPins",unit=""} 12
chip_impl_metric{name="post_cts.repair.setup_buffers",unit=""} 0
chip_impl_metric{name="drt-pass1-iter-count",unit=""} 3
chip_impl_metric{name="detailedRoute.firstIterationViolations",unit=""} 3
chip_impl_metric{name="global_route.overflow_total",unit=""} 0
chip_impl_metric{name="die.size.x",unit="um"} 80
chip_impl_metric{name="vias_per_cell",unit=""} 2.63
chip_impl_metric{name="power_spent_charging_and_discharging_nets",unit="W"} 0.0000463
chip_impl_metric{name="final_gp_congestion",unit=""} 0.700
chip_impl_metric{name="die_h",unit="um"} 80
chip_impl_metric{name="synth.avg_cell_area",unit="um^2"} 11.9
chip_impl_info{name="synth.top_cells.by_area",value="sky130_fd_sc_hd__dfbbp_1 52%, sky130_fd_sc_hd__o21bai_1 12%, sky130_fd_sc_hd__nor2b_1 10%"} 1
chip_impl_metric{name="cp_num_buf_inv",unit=""} 1
chip_impl_metric{name="initial_utilization",unit=""} 0.0729
chip_impl_metric{name="antenna_found_initial",unit=""} 0
chip_impl_metric{name="ys_chip_area",unit="um^2"} 249
chip_impl_metric{name="largest_fanout_on_the_critical_path",unit=""} 3
chip_impl_metric{name="cellLeakagePower",unit="nW"} 0.164
chip_impl_info{name="rsz0062_at_grt",value="no"} 1
chip_impl_info{name="critical_path_class",value="flop to primary output"} 1
chip_impl_info{name="clock_tree.root_cell",value="sky130_fd_sc_hd__clkbuf_4"} 1
chip_impl_metric{name="openroad.warnings",unit=""} 28
chip_impl_metric{name="num_clock_sinks",unit=""} 4
chip_impl_metric{name="largest_register_ffs",unit=""} 4
chip_impl_metric{name="final_total_negative_setup_slack",unit="ns"} 0
chip_impl_info{name="cts_tree",value="yes"} 1
-- routing by layer --
metal | vias up | track usage | share of wire
met5 | - | 0 | 0
met4 | 0 | 0.00528 | 0.021
met3 | 2 | 0.0136 | 0.081
met2 | 6 | 0.0433 | 0.53
met1 | 99 | 0.0276 | 0.37
li1 | 106 | - | -
-- path summary, 6_finish.rpt --
kind	start	endpoint	slack [ns]	cells after the start
max in group asynchronous	clear	data_out[0]$_DFFSR_PPP_	0.92	3
worst max-delay path	data_out[2]$_DFFSR_PPP_	data_out[2]	0.23	1
worst min-delay path	data_out[0]$_DFFSR_PPP_	data_out[0]$_DFFSR_PPP_	0.44	0
min in group asynchronous	data_in[3]	data_out[3]$_DFFSR_PPP_	0.62	2
worst max register to register	data_out[0]$_DFFSR_PPP_	data_out[2]$_DFFSR_PPP_	0.93	2
worst min register to register	data_out[0]$_DFFSR_PPP_	data_out[0]$_DFFSR_PPP_	0.44	0
-- worst reg2reg max path: cells and delay by family, from the launching register on --
family                   cells  cell delay, ns
adder cells (fa/ha/maj)      1            0.20
flip-flops                   1            0.46
XOR/XNOR                     1            0.14
-- cell families (layout without fill, tap and decap cells) --
family          count (synthesis)  count (layout)  synth area share
xor+xnor                        2               2            0.0704
compound gates                  8               8             0.201
simple gates                    6               6             0.156
flops                           4               4             0.523
fa+ha+maj                       1               1            0.0502
buf+inv                         0              14                 0
-- cell type report --
class | instances | area, um^2
fill | 402 | 2980
sequential | 4 | 130
multi-input combinational | 17 | 119
timing repair buffer | 11 | 110
tap | 46 | 57.6
clock buffer | 3 | 22.5
-- power groups by stage --
stage     registers, W   logic, W  clock network, W
6_report      0.000110  0.0000327          0.000104
5_1_grt       0.000110  0.0000365          0.000115
4_1_cts       0.000110  0.0000332          0.000109
-- placed cells by master (no fill, tap or decap) --
| cell type | synthesis | routed |
|---|---|---|
| sky130_fd_sc_hd__clkdlybuf4s50_1 | 0 | 11 |
| sky130_fd_sc_hd__nor2b_1 | 4 | 4 |
| sky130_fd_sc_hd__o21bai_1 | 4 | 4 |
| sky130_fd_sc_hd__a21oi_1 | 4 | 4 |
| sky130_fd_sc_hd__dfbbp_1 | 4 | 4 |
| sky130_fd_sc_hd__clkbuf_4 | 0 | 3 |
| sky130_fd_sc_hd__nand3_1 | 1 | 1 |
| sky130_fd_sc_hd__xnor2_1 | 1 | 1 |
| sky130_fd_sc_hd__xor2_1 | 1 | 1 |
| sky130_fd_sc_hd__nor2b_2 | 1 | 1 |
| sky130_fd_sc_hd__ha_1 | 1 | 1 |
-- synth_stat cells --
master	number
sky130_fd_sc_hd__nand3_1	1
sky130_fd_sc_hd__dfbbp_1	4
sky130_fd_sc_hd__o21bai_1	4
sky130_fd_sc_hd__ha_1	1
sky130_fd_sc_hd__nor2b_2	1
sky130_fd_sc_hd__nor2b_1	4
sky130_fd_sc_hd__xor2_1	1
sky130_fd_sc_hd__xnor2_1	1
sky130_fd_sc_hd__a21oi_1	4
-- metrics by stage --
stage	total power, W	cells	setup slack, ns
6_report	0.000247	81	0.227
5_1_grt	0.000262	81	0.165
4_1_cts	0.000252	81	0.188
3_5_place_dp	0.000144	78	0.446
3_3_place_gp	0.000145	78	0.449
2_1_floorplan	0.000123	21	0.968
Power figures rest on the tool's default switching activity, not on a simulated workload.
