File: flow/run.sh
#!/bin/bash
# OpenROAD 26Q1-2900-gdf79404cd8, Yosys 0.63+post, stock flow scripts
make -C /OpenROAD-flow-scripts/flow DESIGN_CONFIG=/design/flow/config.mk WORK_HOME=/design/flow/orfs finish
File: flow/config.mk
export PLATFORM = sky130hd
export DESIGN_NAME = counter8bit
export DESIGN_NICKNAME = counter8bit
export VERILOG_FILES = /design/flow/design.v
export SDC_FILE = /design/flow/constraint.sdc
export NUM_CORES = 4
export LEC_CHECK = 1
export CORE_AREA = 10 10 70 70
export DIE_AREA = 0 0 80 80
File: flow/constraint.sdc
current_design counter8bit

set clk_period 1.9
set clk_io_pct 0.2

create_clock -name clk0 -period $clk_period [get_ports {clk}]

set non_clock_inputs [all_inputs -no_clocks]
set_input_delay [expr $clk_period * $clk_io_pct] -clock clk0 $non_clock_inputs
set_output_delay [expr $clk_period * $clk_io_pct] -clock clk0 [all_outputs]
File: flow/design.v
module counter8bit(
  input wire clk,
  input wire pre,
  input wire clear,
  input wire [3:0] data_in,
  output reg [3:0] data_out,
  input en
);
always @(posedge clk or posedge en or posedge clear or posedge pre) begin
  if (pre == 1'b1)
    begin
      data_out <= 4'b1111; 
    end
    else
      if (clear == 1'b1)
    begin
      data_out <= 4'b0000;
    end
    else if (en == 1'b1)
    begin
      data_out <= data_in; 
    end
    else
      data_out <= data_out+ 1;  
end
endmodule
==> flow_summary.ini <==
; yosys + openroad results
[pwr]
total_power_uw = 247
power.density_nw_per_um2 = 562
peakVddDrop_mv = 0.322
p_leak_nw = 0.164

[clocking]
h-tree-depth = 1
cts_setup_buffers = 0
cts_made_buffers = 3
cts_root_buffer = clkbuf_4
clock-sinks = 4
cts_tree = built
clk_pin_slew_worst_paths_ns = 0.04
clk_latency_ns = 0.24
cts_hold_buf = 0
cts.path.max_buffers = 2
post_cts_resize_count = 0

[setup_path]
worst-path-buf-inv = 1
slowest_stage = dfbbp_1
cp_slowest_stage_delay_ns = 0.55
startpoint_type = flip-flop
worstPathMaxFanout = 3
criticalPathCategory = flip-flop to output pin
cp.required_ns = 1.52
setup.reg_to_reg.worst_slack_ns = 0.93
path_cells = clkdlybuf4s50_1
cpLargestDelayFamily = flip-flops
critical_path_arrival_ns = 1.29
end_kind = output pin

[final_timing]
hold_viol_final = 0
setup_violations = 0
finalSetupTns_ns = 0
fin_crit_ns = 1.67
rsz0062_at_grt = false
drv_slew = 0
worst_slew_pin_slew_ns = 0.216
holdWs_ns = 0.439
slew_headroom = 0.856
max_freq_mhz = 598
timing.final.crit_share = 0.880
finClkSkew_ns = 0.00624
fin_ws_ns = 0.227

[place]
portBuffers = 11
dp_slack_ns = 0.446
place_hpwl_um = 609
placed_cell_area_um2 = 417
dp_cells = 78
gp_congestion = 0.700

[finish]
largest_register_ffs = 4
area_delta_synth_final_pct = 76.4
stdcell_area_um2 = 439
fillCellCount = 402
utilization = 0.129
reg.largest.list = data_out x4
layout.cells.non_filler = 81
top_register = data_out
final_layout_size_suffix_gt1_frac = 0.114

[synthesis]
top_cells_by_area = dfbbp_1 52%, o21bai_1 12%, nor2b_1 10%, a21oi_1 8.0%, ha_1 5.0%
top_area_frac = 0.523
ys_seq_frac = 0.523
yosys_area_um2 = 249
yosys.cell_types.count = 9
top_cells_by_count = 4 x a21oi_1, 4 x dfbbp_1, 4 x nor2b_1, 4 x o21bai_1
yosys_warnings = 2
ys_ff = 4
async_flop_share = 1.00
synth_area_per_cell_um2 = 11.9
ys_cells = 21
edf_count = 0
yosysTopAreaCell = dfbbp_1
flop_cell = dfbbp_1
synth_cells = 21
syn_area_um2 = 249

[die]
fp_util = 0.0729
chipWidth_um = 80
chipArea_um2 = 6400
rows = 21
coreArea_um2 = 3420
die_h_um = 80
num_io_pins = 12

[detailed_routing]
antenna_left = 0
drt_pre_antenna_iters = 3
drt_iter0_drc = 3
num_antenna_cells = 0
route.detailed.drc = 0
wirelength_um = 720
vias_per_cell = 2.63
vias = 213
wl_per_cell_um = 8.89

[global_routing]
gr-usage-all-layers = 0.0256
grt_overflow = 0
grt_pass1_vias = 228
antenna_found_initial = 0
grt_pass1_wl_um = 1280
grt_max_degree = 9

[status]
status = completed

[job]
cap_violations = 0
warning_count = 28

[min_path]
hold_class = flip-flop to flip-flop
layout by cell type (no fill, tap or decap), drive strengths merged:
cell type	count
nor2b	5
xor2	1
clkdlybuf4s50	11
dfbbp	4
ha	1
o21bai	4
clkbuf	3
nand3	1
a21oi	4
xnor2	1
power by group:
group	internal [mW]	switching [mW]	leakage [nW]	total (mW)
sequential	0.110	0	0.0538	0.110
combinational	0.0200	0.0127	0.0968	0.0327
clock	0.0705	0.0336	0.0138	0.104
worst paths after layout:
| path | startpoint | to | depth (start not counted) |
|---|---|---|---|
| max | data_out[2] | data_out[2] | 1 |
| min | data_out[0] | data_out[0] | 0 |
| max reg2reg | data_out[0] | data_out[2] | 2 |
| min reg2reg | data_out[0] | data_out[0] | 0 |
| max in group asynchronous | clear | data_out[0] | 3 |
| min in group asynchronous | data_in[3] | data_out[3] | 2 |
area by class of cell:
cell class | count | area, um2 | share of cell area
Clock buffer | 3 | 22.5 | 0.0513
Sequential cell | 4 | 130 | 0.296
Multi-Input combinational cell | 17 | 119 | 0.271
Timing Repair Buffer | 11 | 110 | 0.251
Tap cell | 46 | 57.6 | 0.131
cells by family after synthesis:
kind of cell,after synthesis,share of synthesized area
compound gates,8,0.201
xor+xnor,2,0.0704
fa+ha+maj,1,0.0502
flops,4,0.523
simple gates,6,0.156
layer usage:
layer,vias to the layer above,part of all wire,track usage
met5,-,0,0
met4,0,0.021,0.00528
met3,2,0.081,0.0136
met2,6,0.53,0.0433
met1,99,0.37,0.0276
li1,106,-,-
Power is estimated from default activity; no workload was simulated.
