## flow/run.sh

```bash
#!/bin/bash
# OpenROAD 26Q1-2900-gdf79404cd8, Yosys 0.63+post, stock flow scripts
make -C /OpenROAD-flow-scripts/flow DESIGN_CONFIG=/design/flow/config.mk WORK_HOME=/design/flow/orfs finish
```

## flow/design.v

```verilog
module counter_bonus (
    input wire clk,
    input wire reset,
    input wire load,
    input wire [7:0] in,
    input wire up_down,
    output reg [7:0] out
);
always @(posedge clk or posedge reset) begin
    if (reset) begin
        out <= 8'b0;
    end else if (load) begin
        out <= in;
    end else begin
        if (up_down) begin
            out <= out + 1;
        end else begin
            out <= out - 1;
        end
    end
end
endmodule
```

## flow/constraint.sdc

```tcl
current_design counter_bonus

set clk_period 2.9
set clk_io_pct 0.2

create_clock -name clk0 -period $clk_period [get_ports {clk}]

set non_clock_inputs [all_inputs -no_clocks]
set_input_delay [expr $clk_period * $clk_io_pct] -clock clk0 $non_clock_inputs
set_output_delay [expr $clk_period * $clk_io_pct] -clock clk0 [all_outputs]
```

## flow/config.mk

```make
export PLATFORM = sky130hd
export DESIGN_NAME = counter_bonus
export DESIGN_NICKNAME = counter_bonus
export VERILOG_FILES = /design/flow/design.v
export SDC_FILE = /design/flow/constraint.sdc
export NUM_CORES = 4
export LEC_CHECK = 1
export CORE_AREA = 10 10 81 81
export DIE_AREA = 0 0 91 91
```

==> notes.org <==
* Implementation run

** Outcome
- The run finished with clean final reports.

** Placed design
- Dpl cell area :: roughly 920 µm²
- The count of buffers added on input and output ports is 19.
- Routability cong. :: ~0.84
- Pre-CTS WS :: 336 ps
- DP Wirelength :: around 1500 µm

** Final timing
- Setup repair after global routing missed its margin :: false
- Adding up every negative setup slack in the final design gives 0 ps.
- Worst Clk Skew :: about 3.3 ps
- Share of the clock period used by the worst path after layout :: 80.7%
- The final timing report counts setup violations totalling 0.
- The slew check shows that the tightest pin keeps a relative margin of between 70% and 80%.
- The highest clock rate this design can be run at is approximately 0.43 GHz.
- In the post-route analysis, the smallest setup slack over all paths is 559 ps.
- Final min period :: around 2300 ps
- The final timing report lists a hold violation count of 0.
- Looking at the max-slew report, the worst-margin pin has a slew of about 350 ps.
- The final max-slew violation count recorded for this run is 0.

** Detailed routing
- After detailed routing, the met3 layer carries ~160 µm of wire.
- Detailed-route wire length on metal 1 :: between 800 and 900 µm
- Topmost layer with routed signal wires :: met3
- Per the post-route antenna check, the number of violating nets is 0.
- Wire segments on met2 add up to around 810 µm in the final route.
- The first detailed-routing pass took 3 iterations.
- Number of DRC violations after detailed routing :: 0
- Dividing the detail-routed wire length by the instance count gives ~12 µm.
- Post-detailed-route via-to-cell ratio :: around 3.8
- Per the detailed-route log, wirelength across all metal layers totals about 1800 µm.
- Overall via count from detail_route :: roughly 590
- Total inserted antenna cells :: 0
- DR iter-0 viols :: just over 40

** Cells and area
- Per the layout report, the design carries between 500 and 600 filler cells.
- Cells fill between 10% and 20% of the core in the end.
- In the final layout, the share of cells above drive strength 1 is just over 10%.
- Leaving out fill and tap cells, the most frequent cells in the layout are 19 x clkdlybuf4s50_1, 8 x dfrtp_1, 7 x nand2_1.
- Most common cell after layout, fill and taps aside :: clkdlybuf4s50_1
- Regs by FF count :: out: 8 flops
- The largest register by flop count is out.
- The register with the most flip-flops in the layout has 8 of them.
- Relative area change from synthesis to final layout :: 49.1%
- The finished cells cover 957 µm².

** Run
- Tally of OpenROAD warnings :: 25
- Across the run, the number of max-cap violations was 0.

** Pwr
- VDD sags by at most 0.198 mV.
- The power report puts the leakage power at roughly 0.00036 µW.
- Overall power consumption after layout is estimated at ~630 µW.
- Per the summary, power density relative to cell area is 656 nW/µm².

** Setup path
- The critical path is of the in -> reg type.
- The data required time reported for the critical path is 3070 ps.
- Along the worst path, the maximum fanout reaches 7.
- STA classifies the critical path startpoint as an input port.
- The worst setup path is captured at a flip-flop.
- At the worst endpoint, the arrival time is roughly 2500 ps.

** Synthesis
- Synth area leaders :: dfrtp_1 31%, ha_1 12%, a211oi_1 4.7%, nand2_1 4.1%, fa_1 3.1%
- Synthesis warning total :: 1
- Distinct lib cells used :: 34
- Sequential area share after synthesis :: a little under a third
- After synthesis the cells add up to between 600 and 700 µm².
- The synthesized netlist was found by Yosys to have 68 cells.
- In this run, synthesis inferred 0 flip-flops with an integrated enable.
- Syn Inst Count :: 68
- Ys flops :: 8
- Library cell with the largest summed area after synthesis :: dfrtp_1
- Area share of the largest cell type after synthesis :: a little over 30%
- Per the synth stats, the flop cell with the highest instance count is dfrtp_1.
- For this run, the chip area from Yosys synthesis comes to about 640 µm².
- Per the post-synthesis stats, the area per cell is approximately 9.4 µm².
- Per the synth stats, the proportion of register bits with asynchronous set or reset is about 100%.

** Floorplanning
- Top-level I/O count :: 20
- According to the floorplan report, the die height is a little over 90 µm.
- The floorplan has 25 rows.
- The die is 91 µm wide.
- After floorplanning, the core was sized to cover around 4800 µm².
- The chip occupies between 8000 and 9000 µm².
- Starting density of the core :: 13.3%

** Clock tree
- Buffer type at the clock tree root :: clkbuf_8
- Looking at the clock tree report, the H-tree level count equals 1.
- Clock tree synthesis inserted a total of 3 buffers.
- TritonCTS built the clock tree.
- Total of hold buffers inserted after clock tree synthesis :: 0
- Cell resize tally after clock tree synthesis :: 0
- Clock net sink count :: 8
- Clk slew on worst S/H paths :: roughly 40 ps
- Clock network latency to the later pin of the worst-skew pair :: 230 ps
- Number of buffers inserted by post-CTS setup repair :: 0
- Looking at the clock tree report, the maximum root-to-sink buffer count equals 2.

** Global routing
- The number of antenna violations at the first check in global routing is 0.
- Entering global routing, the biggest net connects 11 pins.
- The first global-routing pass estimated approximately 3300 µm of wire.
- Number of global-route vias before repair :: between 600 and 700
- Summed over all routing layers, the global router reports a total usage of 4.79%.
- Total global routing overflow :: 0

** Worst hold path
- The tightest min-delay check is of the reg -> reg type.
-- worst max-delay path: stages --
cell and delay, ps:
clkdlybuf4s50_1 500, inv_1 160, ha_1 450, a21oi_1 110, or2_2 310, a311oi_2 200
o221a_1 200
-- synth_stat cells, types with 2 or more instances --
cell,n
ha_1,6
a211oi_1,4
nand2_1,7
o21ai_1,4
inv_1,4
dfrtp_1,8
clkbuf_1,2
xnor2_1,2
o21bai_1,2
nand4b_1,2
o21ai_0,3
nor2_1,2
-- area by class of cell --
cell class	count	area, µm²	area share, %
flip-flops and latches	8	200	20.9
well taps	67	83.8	8.76
clock buffers	3	41.3	4.31
multi-input cells	54	419	43.8
inverters	4	15.0	1.57
repair buffers	20	198	20.7
-- through the flow --
stage / std cells / hold WS (ps)
2_1_floorplan: 68 / 396
3_3_place_gp: 153 / 554
3_5_place_dp: 153 / 553
4_1_cts: 156 / 560
5_1_grt: 156 / 601
6_report: 156 / 556
-- power by group --
group / switching (µW) / internal [µW]
Sequential: 22.3 / 144
Clock: 43.3 / 89.9
Combinational: 146 / 182
-- per-layer routing --
metal | global-route usage [%] | vias up
met4 | 0.261 | 0
met5 | 0 | -
li1 | - | 307
met3 | 2.57 | 0
met2 | 7.40 | 14
met1 | 6.07 | 272
-- cell families after synthesis --
kind of cell               after synthesis  share of synthesized area, %
AOI/OAI and AO/OA                       25                          30.0
xor gates and xnor gates                 2                          2.73
adders and majority gates                7                          14.8
buffers and inverters                    6                          3.51
DFF                                      8                          31.2
muxes                                    1                          1.75
and+or+nand+nor                         19                          16.0
-- worst paths after layout --
path                                         end        startpoint  cells past startpoint  slack (ps)
min in group asynchronous       out[1]$_DFF_PP0_             reset                      2         600
worst min register to register  out[0]$_DFF_PP0_  out[0]$_DFF_PP0_                      1         560
worst max-delay path            out[7]$_DFF_PP0_           up_down                      7         560
worst max register to register  out[6]$_DFF_PP0_  out[0]$_DFF_PP0_                      5        1230
worst min-delay path            out[0]$_DFF_PP0_  out[0]$_DFF_PP0_                      1         560
max in group asynchronous       out[4]$_DFF_PP0_             reset                      2        2060
Power figures rest on the tool's default switching activity, not on a simulated workload.
